[./config.mk]
export PLATFORM = sky130hd
export DESIGN_NAME = register_file
export DESIGN_NICKNAME = register_file
export VERILOG_FILES = /design/flow/design.v
export SDC_FILE = /design/flow/constraint.sdc
export NUM_CORES = 4
export LEC_CHECK = 1
export CORE_UTILIZATION = 50
[./constraint.sdc]
current_design register_file

set clk_period 6.4
set clk_io_pct 0.2

create_clock -name clk0 -period $clk_period [get_ports {clk}]

set non_clock_inputs [all_inputs -no_clocks]
set_input_delay [expr $clk_period * $clk_io_pct] -clock clk0 $non_clock_inputs
set_output_delay [expr $clk_period * $clk_io_pct] -clock clk0 [all_outputs]
[./design.v]
`timescale 1ns / 1ps
module register_file
(
	clk,	 
	raddr0,
	rdata0,
	raddr1,
	rdata1,
	waddr,
	wdata,
	wren
);
	input	clk;
        input 		[4:0]		raddr0;
	input 		[4:0]		raddr1;
	input 		[4:0]		waddr;
	input		[31:0]		wdata;
	input 	wren;
        output 		[31:0] 	rdata0;
	output		[31:0]	rdata1; 
    reg	[31:0] reg_file	[31:0];
	assign rdata0 = reg_file[raddr0];
	assign rdata1 = reg_file[raddr1];
	integer i;
	initial
	begin	
	    for(i = 0; i < 32; i = i+1)
		begin
	        reg_file[i] = 0;
		end
	end
    always @(posedge clk)
	begin
		if (wren) begin
			reg_file[waddr] <= wdata;
		end
	end
 endmodule  
[./run.sh]
#!/bin/bash
# OpenROAD 26Q1-2900-gdf79404cd8, Yosys 0.63+post, stock flow scripts
make -C /OpenROAD-flow-scripts/flow DESIGN_CONFIG=/design/flow/config.mk WORK_HOME=/design/flow/orfs finish
==> results.json <==
{
  "path_delay_family": "buffers and inverters",
  "setup-violations-final": 0,
  "power_density_nw_per_um2": 278,
  "fp-row-count": 114,
  "min_from": "wdata[0]",
  "dieArea_sq_um": 98800,
  "vias": 31508,
  "crit_chain": "clkdlybuf4s50_1, and2_4, buf_4, buf_4, a21oi_1, a31oi_1, nand3_1, clkdlybuf4s50_1",
  "worstMarginPinSlew_ns": 1.06,
  "peakVddDrop_mv": 0.228,
  "min_period_ns": 5.58,
  "drc": 0,
  "ctsHoldBuffers": 0,
  "status": "complete, no violations",
  "rsz0062_at_grt": "no",
  "drtAntennaViolNets": 0,
  "antennaDiodeCount": 0,
  "fin_setup_tns_ns": 0,
  "critPathRequiredTime_ns": 5.12,
  "yosysUniqueCellTypes": 23,
  "grt_remaining_overflow": 0,
  "grt-busiest-layer": "met2",
  "area_delta_synth_final_pct": 13.7,
  "crit_path_start_kind": "primary input",
  "first_global_vias": 32978,
  "wl_per_cell_microns": 32.5,
  "routed_wl_mm": 159,
  "place.port_buffers": 112,
  "place.gp.congestion": 0.900,
  "avgSynthCellArea_sq_um": 14.4,
  "critPathBufInv": 4,
  "dp_hpwl_mm": 90.8,
  "drive_gt1_share_pct": 9.89,
  "final_area_sq_um": 55500,
  "largest_register_ffs": 1024,
  "slew_viol_final": 0,
  "dp_slack_ns": 0.858,
  "relSlewSlack_pct": 29.2,
  "synth_chip_area_sq_um": 48800,
  "cts_resized": 0,
  "cts_inserted_buffers": 108,
  "drtIter0Drc": 2361,
  "ys_warn_count": 1,
  "pin_count": 113,
  "gr-usage-met1_pct": 46.2,
  "seq_area_frac_synth_pct": 63.0,
  "worstSetupPathType": "primary input to output pin",
  "openroad.warnings": 26,
  "min_period_over_period_pct": 87.2,
  "grt_pass1_wl_mm": 227,
  "biggestRegsByFlops": "reg_file (1024)",
  "drv_cap": 0,
  "die_w_microns": 314,
  "layout_setup_ws_ns": 0.820,
  "clockBufferDepth": 3,
  "track_usage_pct": 35.4,
  "power.leakage_nw": 20.5,
  "dpl_cell_area_sq_um": 51800,
  "startpoint": "raddr0[2]",
  "clk_pin_slew_ns": 0.06,
  "ys.flops": 1024,
  "use_met2_pct": 50.1,
  "postSynthCellCount": 3386,
  "cp_slowest_stage_delay_ns": 0.63,
  "grt_use_met3_pct": 23.9,
  "root_buffer": "clkbuf_16",
  "antenna_found_initial": 2,
  "cts_tree": "built",
  "core_area_sq_um": 96700,
  "final.fill_count": 7241,
  "hold_class": "primary input to register",
  "die.size.y_microns": 314,
  "yosysCellCount": 3386,
  "cp_data_arrival_time_ns": 4.30,
  "post-cts-setup-buffers": 0,
  "grt_max_degree": 86,
  "syn_area_sq_um": 48800,
  "timing.fmax_mhz": 179,
  "cts.sink_count": 1024,
  "end_kind": "output pin",
  "top_register": "reg_file",
  "htree_levels": 3,
  "final_hold_viol_count": 0,
  "worstPathMaxFanout": 21,
  "initCoreUtil_pct": 50.5,
  "via_per_inst": 6.46,
  "dr.pass1.iters": 5,
  "crit_path_top_delay_cell": "clkdlybuf4s50_1"
}
[placed cells by master (no fill, tap or decap), drive strengths merged, types with 3 or more instances in the layout]
cell type,n
nor2b,4
mux2i,1024
nand2,195
clkbuf,132
edfxtp,1024
nor2,35
nand3,194
a22o,128
nand2b,4
a31oi,64
buf,160
clkdlybuf4s50,110
nand3b,5
or3b,3
clkinv,40
nor3,64
a22oi,192
bufinv,20
inv,5
a21oi,192
[cells by family (layout without fill, tap and decap cells)]
family | count (synthesis) | after routing | share of synthesized area, %
buffers and inverters | 253 | 468 | 3.21
multiplexers | 1024 | 1024 | 21.0
flip-flops | 1024 | 1024 | 63.0
AND/OR/NAND/NOR | 509 | 509 | 4.71
AND-OR/OR-AND | 576 | 576 | 8.04
[metal layers]
metal	share of wire [%]	vias up	routed length, microns
met5	0.039	-	62
met2	45	2146	71400
met4	4.1	4	6500
met3	16	362	26000
li1	-	13661	-
met1	34	15335	54700
[worst paths after layout]
kind / end / cells past startpoint
setup / recovery: rdata0[31] / 8
hold / removal: reg_file[14][0]$_DFFE_PP_ / 2
[where the power goes]
group	internal (mW)	switching [mW]
clock	3.91	2.57
sequential	7.46	0.0328
combinational	0.539	0.888
[through the flow]
step	instances	hold slack (ns)	power, mW	utilization, %
after detailed placement	4679	2.12	9.05	53.6
final	4877	1.42	15.4	57.3
after CTS	4877	1.38	15.5	57.3
after global placement	4679	2.10	9.03	53.6
after floorplan	3386	1.38	8.40	-
after global routing	4877	1.43	15.8	57.3
[area by class of cell]
cell class              instances  area [sq um]  share of cell area, %
clock buffers                 132          2810                   5.07
clock inverters                66           826                   1.49
multi-input cells            2109         16800                   30.3
flip-flops and latches       1024         30700                   55.4
well taps                    1276          1600                   2.88
repair buffers                270          2690                   4.86
[cells in the mapped netlist (all sizes together)]
cell,number,area (sq um)
nand2b,4,25.0
nand3,194,971
and2,2,12.5
nor2b,4,25.0
nand3b,5,37.5
nor3,64,320
a22oi,192,1440
a21oi,192,961
edfxtp,1024,30700
mux2i,1024,10200
clkbuf,90,353
or2,2,12.5
a22o,128,1120
or3b,3,26.3
buf,163,1210
nor2,35,131
or3,1,6.26
a31oi,64,400
nand2,195,732
Power figures rest on the tool's default switching activity, not on a simulated workload.
