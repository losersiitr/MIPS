**flow/run.sh**
```bash
#!/bin/bash
# OpenROAD 26Q1-2900-gdf79404cd8, Yosys 0.63+post, stock flow scripts
make -C /OpenROAD-flow-scripts/flow DESIGN_CONFIG=/design/flow/config.mk WORK_HOME=/design/flow/orfs finish
```
**flow/config.mk**
```make
export PLATFORM = sky130hd
export DESIGN_NAME = arithmetic_logic_unit
export DESIGN_NICKNAME = arithmetic_logic_unit
export VERILOG_FILES = /design/flow/design.v
export SDC_FILE = /design/flow/constraint.sdc
export NUM_CORES = 4
export LEC_CHECK = 1
export CORE_UTILIZATION = 50
```
**flow/constraint.sdc**
```tcl
current_design arithmetic_logic_unit

set clk_period 8.7
set clk_io_pct 0.2

create_clock -name clk0 -period $clk_period

set non_clock_inputs [all_inputs -no_clocks]
set_input_delay [expr $clk_period * $clk_io_pct] -clock clk0 $non_clock_inputs
set_output_delay [expr $clk_period * $clk_io_pct] -clock clk0 [all_outputs]
```
**flow/design.v**
```verilog
`timescale 1ns / 1ps
module arithmetic_logic_unit
(
    control,	 
    operand0, 	 
    operand1, 	 
    result, 	 
    overflow,	 
    zero 	 
);
    input [3:0]	 control;
    input [31:0] operand0; 
    input [31:0] operand1;
    output [31:0] result;  
    output overflow;
    output zero;
    reg [31:0] result;
    reg overflow;
    reg zero;
	always @(control)
	begin
		case (control)
			4'b0000 :  
				begin
					result = operand0 & operand1;
					overflow = 0;
					zero = (result == 0) ? 1 : 0;
				end	
			4'b0001:  
				begin
					result = operand0 | operand1;
					overflow = 0;
					zero = (result == 0) ? 1 : 0;
				end	
			4'b0010:  
				begin
					result = operand0 + operand1;
					overflow = 0;
					zero = (result == 0) ? 1 : 0;
				end
			4'b0011:  
				begin
					result = operand0 ^ operand1;
					overflow = 0;
					zero = (result == 0) ? 1 : 0;
				end
			4'b0100:  
				begin
					result = ~(operand0 | operand1);
					overflow = 0;
					zero = (result == 0) ? 1 : 0;
				end
			4'b0110:  
				begin
					result = operand0 - operand1;
					overflow = 0;
					zero = (result == 0) ? 1 : 0;
				end
			4'b0111:  
				begin
					result = (operand0 < operand1) ? -1 : 0;
					overflow = 0;
					zero = (result == 0) ? 1 : 0;
				end
			4'b1000:  
				begin
					result = operand0 << operand1;
					overflow = 0;
					zero = (result == 0) ? 1 : 0;
				end
			4'b1001:  
				begin
					result = operand0 >> operand1;
					overflow = 0;
					zero = (result == 0) ? 1 : 0;
				end
			4'b1011:  
				begin
					result = operand0 + operand1;
					if ((operand0 >= 0 && operand1 >= 0 && result < 0) ||(operand0 < 0 && operand1 < 0 && result >= 0)) 
					   begin
						overflow = 1;
					   end 
					else 
					     begin
						   overflow = 0;
					     end
					zero = (result == 0) ? 1 : 0;
			       end
			4'b1100:  
				begin
					result = operand0 - operand1;
					if ((operand0 >= 0 && operand1 < 0 && result < 0)||(operand0 < 0 && operand1 >= 0 && result >= 0)) 
					   begin
						overflow = 1;
					   end 
				        else 
					    begin
						overflow = 0;
					    end
					zero = (result == 0) ? 1 : 0;
				end
			default:
				begin
					zero = 0;
					overflow = 0;
				end				
		endcase
	end
 endmodule
```
==> notes.md <==
The synthesis and place-and-route flow finished, so here is a summary.

Of the total synthesized cell area, the portion taken by AND-OR and OR-AND cells is 30.7%. The area of the mapped netlist is 0.0111 sq mm. The number of unconstrained endpoints is 64. In this run, synthesis produced a sequential element count of 32. The via count of the first global-routing pass is 13.0k. In the final report, the number of endpoints failing setup comes to 0. The first global-routing pass estimated 82.2 mm of wire. The uppermost metal layer occupied by signal nets is met5. The number of warning messages in the yosys log came out at 1.

The total routed wire length on the met1 layer came out at 20.5 mm. Summing over the stages, the warning tally comes to 98. The total wirelength of the detailed-routed design is 56.4 mm.

Per the timing report, the biggest fanout along the worst path comes to 7. The count of buffers inserted at the top-level ports is 101. The first routing iteration left 1741 violations. The final tally of hold violations came out at 0. At the worst endpoint, the required time is 6.96 ns. The number of iterations in the first detailed-routing pass is 6. Setup repair after global routing left no endpoint under its margin. The residual overflow from global routing came out at 0.

RePlAce ended its routability-driven mode at a weighted congestion of 1.14. The power density relative to cell area is 69.6 mW/mm^2. The arrival time at the worst endpoint is 6.74 ns. The detailed-routed wire length on met3 came out at 8.28 mm. The number of cells in Yosys stat came out at 1562. The synthesized-area fraction occupied by xor and xnor cells came out at 3.32%. In the synthesized netlist the async set-or-reset flop fraction comes to 0%. Nets still carrying antenna violations after routing amount to 0. The synthesized area per cell is 7.10 sq um. The final-report max-slew violation count came out at 0. The switching component of the power came out at 533 uW. The number of standard cells after synthesis came out at 1562. The total die area is 0.0228 sq mm.

The largest net degree at the start of global routing is 58. Yosys mapped a number of flops with a built-in enable equal to 0. The portion of the clock cycle consumed by the worst path in the final layout came out at 97.4%. The number of cell rows came out at 54. The most used flip-flop cell after synthesis is sky130_fd_sc_hd__dlxtn_1. The routed design could run at a clock period as short as 8.48 ns.

The number of register pins that no clock reaches came out at 32. The basic-gate share of the synthesized area counting and, or, nand and nor cells is 24.5%. STA classifies the critical path endpoint as an output port. Based on the critical path, the design can be clocked at up to 118 MHz. The floorplan die height came out at 151 um. The max-capacitance violation count is 0. The detail-routed via count per cell is 7.32.

The post-CTS repair timing setup buffer count is 0. The run finished with clean final reports. The worst VDD IR drop from the latest analysis is 0.0500 mV.

For the pin with the worst max-slew slack, the measured transition is 0.931 ns. The layout overhead on the synthesized area is 14.1%. The internal power came out at 347 uW. Synthesis instantiated 90 different standard cells from the library. The final sum of negative setup slack came out at 0 ns. According to the Yosys statistics, the synthesized design has a chip area of 0.0111 sq mm. The initial antenna violation count is 3. The total power draw came out at 880 uW.

The kind of path behind the tightest hold check is input port to output port. The register with the most flip-flops in the layout has 32 of them. The final worst hold slack is 5.07 ns.

For this configuration, the core starts out at a cell density of 51.0%. The final route contains 14.0k vias. The leakage power is 0.00508 uW. In this run, the synthesized area fraction spent on adder and majority cells is recorded as 11.3%. The floorplan step set the die width to 151 um. The worst setup path is of the input port to output port kind. Of the combinational cells, the family taking the most area is AND-OR/OR-AND gates. After floorplanning, the core was sized to cover 0.0218 sq mm. For this run the detailed placement stage logged an HPWL of 44.9 mm. TritonRoute output was used to compute an average wire per cell of 29.5 um. The tightest slew margin relative to the limit came out at 37.6%. The switching power as a share of total power is 60.6%. The overall global routing resource usage came out at 50.9%. The count of pins on the block boundary came out at 102.

The routed length on met2 came out at 24.0 mm. The number of remaining DRC errors came out at 0. For reference, the mux area share after synthesis is 17.7%. The share of cells above drive strength 1 is 11.9%. STA classifies the critical path startpoint as an input port.
metal layers:
metal,GRT usage (%),vias up
li1,-,6115
met1,65.5,6537
met2,74.9,1105
met3,20.1,248
met4,24.2,4
met5,0.909,-
through the flow:
step / utilization (%) / setup WS [ns] / std cells / instance area (sq um)
after floorplan: - / 1.08 / 1562 / 11100
after global placement: 58.1 / 0.203 / 1912 / 12600
after detailed placement: 58.1 / 0.218 / 1912 / 12600
after CTS: 58.1 / 0.192 / 1912 / 12600
after global routing: 58.1 / 0.113 / 1912 / 12600
final: 58.1 / 0.224 / 1913 / 12700
critical path, cell delays in order:
cell and delay, ns:
sky130_fd_sc_hd__clkdlybuf4s50_1 0.59, sky130_fd_sc_hd__ha_1 0.33, sky130_fd_sc_hd__inv_1 0.08, sky130_fd_sc_hd__fa_1 0.48
sky130_fd_sc_hd__nor2b_4 0.15, sky130_fd_sc_hd__o31a_1 0.27, sky130_fd_sc_hd__o21ai_2 0.16, sky130_fd_sc_hd__o211ai_1 0.41
sky130_fd_sc_hd__nand2b_1 0.34, sky130_fd_sc_hd__mux2i_1 0.14, sky130_fd_sc_hd__nor3_2 0.28, sky130_fd_sc_hd__nand3_1 0.21
sky130_fd_sc_hd__or4_1 0.54, sky130_fd_sc_hd__or4_1 0.41, sky130_fd_sc_hd__nand2_1 0.13, sky130_fd_sc_hd__clkdlybuf4s50_1 0.47
layout by cell type (no fill, tap or decap), types with 16 or more instances in the layout:
cell type and instances:
sky130_fd_sc_hd__nor2_1 173, sky130_fd_sc_hd__nand2_1 127, sky130_fd_sc_hd__a21oi_1 110, sky130_fd_sc_hd__clkdlybuf4s50_1 97, sky130_fd_sc_hd__ha_1 96, sky130_fd_sc_hd__buf_4 96, sky130_fd_sc_hd__inv_1 95, sky130_fd_sc_hd__o21ai_0 72
sky130_fd_sc_hd__mux4_2 59, sky130_fd_sc_hd__mux2i_1 57, sky130_fd_sc_hd__nor3_1 45, sky130_fd_sc_hd__nor4_1 41, sky130_fd_sc_hd__nand3_1 39, sky130_fd_sc_hd__nand4_1 33, sky130_fd_sc_hd__a211oi_1 32, sky130_fd_sc_hd__xnor2_1 32
sky130_fd_sc_hd__dlxtn_1 32, sky130_fd_sc_hd__a221oi_1 29, sky130_fd_sc_hd__o211ai_1 24, sky130_fd_sc_hd__nand2b_1 19, sky130_fd_sc_hd__o22a_1 17, sky130_fd_sc_hd__o22ai_1 17, sky130_fd_sc_hd__nor2b_1 16
layout make-up:
class	instances	area [sq um]
inverter	101	379
tap	280	350
fill	1990	9100
antenna	1	2.50
multi-input combinational	1304	9740
timing repair buffer	195	1700
sequential	32	480
logic make-up after synthesis:
| family | count (synthesis) |
|---|---|
| fa+ha+maj | 99 |
| buf+inv | 226 |
| mux | 122 |
| latches | 32 |
| xor+xnor | 42 |
| other cells | 1 |
| compound gates | 481 |
| simple gates | 559 |
final timing paths:
check         from    to  slack, ns  cells past startpoint
max    operand0[0]  zero       0.22                     16
min    operand1[5]  zero       5.07                      8
repair_timing:
action | 4_1_cts | 5_1_grt
setup endpoints to repair | 0 | 1
hold buffers | 0 | 0
endpoints found under the hold margin | 0 | 0
gates resized | 0 | 3
synthesized netlist by cell type, drive strengths merged, types with 12 or more instances:
cell type	count	share of area, %
nor2	174	5.9
nand2	127	4.3
a21oi	110	5.0
inv	99	3.4
ha	97	11
clkbuf	93	3.1
o21ai	81	3.7
mux4	59	12
mux2i	57	5.1
nor3	47	2.1
nor4	43	2.6
nand3	39	1.8
a211oi	34	2.4
nand4	33	1.9
buf	32	1.5
dlxtn	32	4.3
xnor2	32	2.5
a221oi	30	2.4
o211ai	26	1.9
nand2b	19	1.1
nor2b	17	1.0
o22a	17	1.3
o22ai	17	0.96
a31oi	15	0.85
o221ai	14	1.1
or3	14	0.84
o32a	13	1.2
a21o	12	0.81
power by group through the flow:
stage	Clock, uW	Combinational, uW	Sequential, uW
CTS	0	819	25.2
global route	0	898	26.5
Power is estimated from default activity; no workload was simulated.
